$ cat /design/flow/design.v
module precision_tran #(
    parameter EXP_WIDTH_IN      = 4,
    parameter FRAC_WIDTH_IN     = 3,
    parameter ELEMENT_WIDTH_IN  = EXP_WIDTH_IN + FRAC_WIDTH_IN + 1,
    parameter EXP_WIDTH_OUT     = 5,
    parameter FRAC_WIDTH_OUT    = 3,
    parameter ELEMENT_WIDTH_OUT = EXP_WIDTH_OUT + FRAC_WIDTH_OUT + 1
) (
    input      [EXP_WIDTH_IN + FRAC_WIDTH_IN : 0]  float_num_in,
    output reg [EXP_WIDTH_OUT + FRAC_WIDTH_OUT : 0] float_num_out,
    output reg invalid,
    output reg overflow,
    output reg underflow
);
parameter  LENGTH_ALIGN = 64;
localparam BIAS_IN  = (1 << (EXP_WIDTH_IN  - 1)) - 1;
localparam BIAS_OUT = (1 << (EXP_WIDTH_OUT - 1)) - 1;
localparam DIFF_ABS = (FRAC_WIDTH_OUT >= FRAC_WIDTH_IN) ? 
                     (FRAC_WIDTH_OUT - FRAC_WIDTH_IN) : 
                     (FRAC_WIDTH_IN - FRAC_WIDTH_OUT);
wire sign_in;
wire [LENGTH_ALIGN-1:0] exp_in;
wire [LENGTH_ALIGN-1:0] frac_in;
reg [LENGTH_ALIGN-1:0] exp_out;
reg [LENGTH_ALIGN-1:0] frac_out;
assign sign_in = float_num_in[EXP_WIDTH_IN + FRAC_WIDTH_IN];
assign exp_in  = {{LENGTH_ALIGN-EXP_WIDTH_IN{1'b0}}, float_num_in[EXP_WIDTH_IN + FRAC_WIDTH_IN - 1 : FRAC_WIDTH_IN]};
assign frac_in = {{LENGTH_ALIGN-FRAC_WIDTH_IN{1'b0}}, float_num_in[FRAC_WIDTH_IN - 1 : 0]};
wire exp_all_zeros = (exp_in == 0);
wire exp_all_ones  = (&exp_in[EXP_WIDTH_IN-1:0]);
wire frac_is_zero  = (frac_in == 0);
wire is_zero = exp_all_zeros && frac_is_zero;
wire is_subnormal = exp_all_zeros && !frac_is_zero;
wire is_inf  = exp_all_ones && frac_is_zero;
wire is_nan  = exp_all_ones && !frac_is_zero;
wire exp_in_large = EXP_WIDTH_IN > EXP_WIDTH_OUT;
wire exp_in_small = EXP_WIDTH_IN < EXP_WIDTH_OUT;
wire exp_equal    = EXP_WIDTH_IN == EXP_WIDTH_OUT;
wire frac_in_large = FRAC_WIDTH_IN > FRAC_WIDTH_OUT;
wire frac_in_small = FRAC_WIDTH_IN < FRAC_WIDTH_OUT;
wire frac_equal    = FRAC_WIDTH_IN == FRAC_WIDTH_OUT;
always @(*) begin
    float_num_out = {ELEMENT_WIDTH_OUT{1'b0}};
    invalid   = 1'b0;
    overflow  = 1'b0;
    underflow = 1'b0;
    exp_out   = {LENGTH_ALIGN{1'b0}};
    frac_out  = {LENGTH_ALIGN{1'b0}};
    if (is_nan) begin
        invalid = 1'b1;
        float_num_out = {
            sign_in,
            {EXP_WIDTH_OUT{1'b1}},
            {1'b1, {FRAC_WIDTH_OUT-1{1'b0}}} 
        };
    end
    else if (is_inf) begin
        float_num_out = {
            sign_in,
            {EXP_WIDTH_OUT{1'b1}},
            {FRAC_WIDTH_OUT{1'b0}}
        };
    end
    else if (is_zero || is_subnormal) begin
        float_num_out = {
            sign_in,
            {EXP_WIDTH_OUT{1'b0}},
            {FRAC_WIDTH_OUT{1'b0}}
        };
    end
    else begin
        exp_out  = exp_in_small ? exp_in + BIAS_OUT - BIAS_IN :
                   exp_equal    ? exp_in :
                   exp_in_large ? (
                    exp_in >  BIAS_OUT + BIAS_IN ? {LENGTH_ALIGN{1'b1}} :
                    exp_in <= BIAS_IN - BIAS_OUT ? {LENGTH_ALIGN{1'b0}} :
                    exp_in - BIAS_IN + BIAS_OUT
                   ) : {LENGTH_ALIGN{1'b0}};
        frac_out = exp_out == {LENGTH_ALIGN{1'b1}} ? {LENGTH_ALIGN{1'b0}} :
                   exp_out == {LENGTH_ALIGN{1'b0}} ? {LENGTH_ALIGN{1'b0}} :
                   frac_in_large ? {{LENGTH_ALIGN-FRAC_WIDTH_OUT{1'b0}}, frac_in[FRAC_WIDTH_IN-1 : FRAC_WIDTH_IN-FRAC_WIDTH_OUT]} :
                   frac_equal    ? frac_in :
                   frac_in_small ? {frac_in[LENGTH_ALIGN-DIFF_ABS-1:0], {DIFF_ABS{1'b0}}} : 
                   {LENGTH_ALIGN{1'b0}};
        float_num_out = {sign_in, exp_out[EXP_WIDTH_OUT-1:0], frac_out[FRAC_WIDTH_OUT-1:0]};
    end
end
endmodule
$ cat /design/flow/run.sh
#!/bin/bash
# OpenROAD 26Q1-2900-gdf79404cd8, Yosys 0.63+post, stock flow scripts
make -C /OpenROAD-flow-scripts/flow DESIGN_CONFIG=/design/flow/config.mk WORK_HOME=/design/flow/orfs finish
$ cat /design/flow/config.mk
export PLATFORM = sky130hd
export DESIGN_NAME = precision_tran
export DESIGN_NICKNAME = precision_tran
export VERILOG_FILES = /design/flow/design.v
export SDC_FILE = /design/flow/constraint.sdc
export NUM_CORES = 4
export LEC_CHECK = 1
export CORE_AREA = 10 10 70 70
export DIE_AREA = 0 0 80 80
$ cat /design/flow/constraint.sdc
current_design precision_tran

set clk_period 2.4
set clk_io_pct 0.2

create_clock -name clk0 -period $clk_period

set non_clock_inputs [all_inputs -no_clocks]
set_input_delay [expr $clk_period * $clk_io_pct] -clock clk0 $non_clock_inputs
set_output_delay [expr $clk_period * $clk_io_pct] -clock clk0 [all_outputs]
==> impl_metrics.tcl <==
# implementation run metrics
set metrics [dict create \
    status "finished clean" \
    std_cell_rows 21 \
    cpPeakStageDelay_ps 550 \
    final_cell_area_um2 333 \
    finalSetupViolCount 0 \
    rsz0062_at_grt "no" \
    synthAoiAreaFrac 0.188 \
    pin_count 20 \
    critPathTopFamily "simple AND/OR/NAND/NOR gates" \
    clkPwrFrac 0 \
    fp-utilization 0.0352 \
    chipArea_um2 6400 \
    holdPathStages 0 \
    grt_pass1_vias 156 \
    path_class "primary input to primary output" \
    synthesis.area_um2 120 \
    grt_max_degree 5 \
    cp_slowest_cell "or4_4" \
    slew_violations 0 \
    min_to "float_num_out[8]" \
    final_cells 80 \
    cp-start-kind "primary input" \
    seq_cells 0 \
    p_sw_frac 0.269 \
    power.leakage_nw 0.124 \
    log.warning_count 32 \
    end_kind "primary output" \
    drc 0 \
    ys_chip_area_um2 120 \
    dp_cells 80 \
    post-route-util 0.0974 \
    track_usage 0.0155 \
    cts_hold_repair.buffers 0 \
    via_count 188 \
    topCombFamilyByArea "buffers and inverters" \
    lay_top_count "clkdlybuf4s50_1" \
    pwr-share-comb 1.000 \
    overflow 0 \
    synth.distinct_cells 13 \
    hold_start "float_num_in[7]" \
    ys_sh_xor 0 \
    p_int_mw 0.0320 \
    syn_avg_cell_area_um2 6.01 \
    fin_tns_setup_ps 0 \
    layout_top_cells "clkdlybuf4s50_1, dlygate4sd2_1, buf_4" \
    die_x_um 80 \
    drive_above_1_share 0.206 \
    fin_crit_sh 0.978 \
    seqPwrFrac 0 \
    simple_gate_share 0.385 \
    flop_area_um2 0 \
    power_mw 0.0439 \
    postSynthCellCount 20 \
    gp_congestion 0.788 \
    peakVddDrop_mv 0.0127 \
    placed_area_um2 328 \
    mux_area_frac 0 \
    crit_arrival_ps 1870 \
    netSwitchingPower_mw 0.0118 \
    cap_violations 0 \
    power-per-cell-area_nw_per_um2 132 \
    finalHoldViolCount 0 \
    io_buffers 16 \
    synth-adder-area-share 0 \
    via_per_inst 2.35 \
    final_antenna_net_count 0 \
    first_iter_violations 0 \
    min_path_type "primary input to primary output" \
    yosys_warnings 1 \
    critical_path.cell_chain "dlygate4sd2_1 -> or4_4 -> and3_4 -> clkdlybuf4s50_1" \
    clockBufferCount 0 \
    whs_ps 960 \
    antenna_cells 0 \
    die_h_um 80 \
    max_freq_mhz 426 \
    critPathRequiredTime_ps 1920 \
    syn_to_final_growth_pct 177 \
    pre_cts_ws_ps -134 \
    core_um2 3420 \
    wl_um 604 \
    ys_seq_share 0 \
    cp_num_buf_inv 2 \
    wl_per_cell_um 7.55 \
    period_needed_ps 2350 \
    worstPathMaxFanout 3 \
    dr.pass1.iters 1 \
    fin_ws_ps 53.7 \
    grt_pass1_wl_um 821 \
    antenna_found_initial 0 \
    post-dp-hpwl_um 526 \
    ys_cells 20 \
]
power by group through the flow:
stage | registers, mW | clock network [mW] | logic [mW]
after CTS | 0 | 0 | 0.0448
after global routing | 0 | 0 | 0.0478
final | 0 | 0 | 0.0439
metal layers:
metal / part of all wire / global-route usage
met4: 0 / 0
met1: 0.46 / 0.0224
met2: 0.38 / 0.0233
met5: 0 / 0
met3: 0.16 / 0.00455
how the worst max path moves through the flow:
| stage | from | to | slack (ps) | cells after the start |
|---|---|---|---|---|
| final | float_num_in[5] | float_num_out[0] | 50 | 4 |
| after global routing | float_num_in[5] | float_num_out[0] | 30 | 4 |
| after CTS | float_num_in[5] | float_num_out[0] | 50 | 4 |
cell type report:
| type | count | area, um^2 |
|---|---|---|
| well taps | 46 | 57.6 |
| inverters | 1 | 3.75 |
| repair buffers | 20 | 185 |
| fillers | 406 | 3080 |
| multi-input cells | 13 | 86.3 |
Yosys cell counts:
cell type      number  area, um^2
o2bb2ai_1           1        8.76
clkbuf_1            3        11.3
nor2_1              3        11.3
conb_1              1        3.75
buf_4               3        22.5
or4_4               1        11.3
nor3_1              1        5.00
nand4_1             1        6.26
o22ai_1             1        6.26
dlygate4sd3_1       1        10.0
and3_1              2        12.5
inv_1               1        3.75
a21boi_0            1        7.51
kinds of logic after synthesis:
group	after synthesis
AOI/OAI and AO/OA	3
other	1
buffers and inverters	8
and+or+nand+nor	8
timing repair:
| action | 4_1_cts | 5_1_grt |
|---|---|---|
| endpoints found under the hold margin | 0 | 0 |
| setup buffers | 0 | 0 |
| resized | 6 | 0 |
| endpoints found under the setup margin | 3 | 0 |
No activity file was given, so power comes from the tool's default toggle rates.
