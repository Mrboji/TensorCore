$ cat flow/config.mk
export PLATFORM = sky130hd
export DESIGN_NAME = tc_mul
export DESIGN_NICKNAME = tc_mul
export VERILOG_FILES = /design/flow/design.v
export SDC_FILE = /design/flow/constraint.sdc
export NUM_CORES = 4
export LEC_CHECK = 1
export CORE_UTILIZATION = 30
$ cat flow/constraint.sdc
current_design tc_mul

set clk_period 10.0
set clk_io_pct 0.2

create_clock -name clk0 -period $clk_period [get_ports {clk}]

set non_clock_inputs [all_inputs -no_clocks]
set_input_delay [expr $clk_period * $clk_io_pct] -clock clk0 $non_clock_inputs
set_output_delay [expr $clk_period * $clk_io_pct] -clock clk0 [all_outputs]
$ cat flow/design.v
module fmul_pipe #(
    parameter EXP_WIDTH    = 5,
    parameter FRAC_WIDTH   = 3,
    parameter CTRL_C_WIDTH = 16,
    parameter DEPTH_WARP   = 4
) (
    input  wire                              clk,
    input  wire                              rst_n,
    input  wire [EXP_WIDTH+FRAC_WIDTH:0]     a_i,
    input  wire [EXP_WIDTH+FRAC_WIDTH:0]     b_i,
    input  wire [2:0]                        rm_i,       
    input  wire [CTRL_C_WIDTH-1:0]           ctrl_c_i,   
    input  wire [2:0]                        ctrl_rm_i,  
    input  wire [7:0]                        ctrl_reg_idxw_i, 
    input  wire [DEPTH_WARP-1:0]             ctrl_warpid_i,   
    input  wire                              in_valid_i, 
    output reg                               in_ready_o, 
    output reg                               out_valid_o,
    input  wire                              out_ready_i, 
    output reg  [EXP_WIDTH+FRAC_WIDTH:0]     result_o,
    output reg  [4:0]                        fflags_o,
    output wire [CTRL_C_WIDTH-1:0]           ctrl_c_o,   
    output wire [2:0]                        ctrl_rm_o, 
    output wire [7:0]                        ctrl_reg_idxw_o, 
    output wire [DEPTH_WARP-1:0]             ctrl_warpid_o
);
    localparam integer MAN_WIDTH      = FRAC_WIDTH + 1;
    localparam integer PROD_WIDTH     = MAN_WIDTH * 2;
    localparam integer EXP_SUM_WIDTH  = EXP_WIDTH + 3;
    localparam integer BIAS           = (1 << (EXP_WIDTH - 1)) - 1;
    localparam signed [EXP_SUM_WIDTH:0] BIAS_VALUE = BIAS[EXP_SUM_WIDTH:0];
    localparam integer EXP_MAX        = (1 << EXP_WIDTH) - 1;
    localparam integer INDEX_MSB      = PROD_WIDTH - 3;
    localparam integer INDEX_LSB      = PROD_WIDTH - FRAC_WIDTH - 2;
    localparam integer GUARD_INDEX    = INDEX_LSB - 1;
    localparam integer ROUND_INDEX    = GUARD_INDEX - 1;
    assign ctrl_c_o        = ctrl_c_i;
    assign ctrl_rm_o       = ctrl_rm_i;
    assign ctrl_reg_idxw_o = ctrl_reg_idxw_i;
    assign ctrl_warpid_o   = ctrl_warpid_i;
    reg                               stage1_valid;
    reg                               stage1_sign_a;
    reg                               stage1_sign_b;
    reg  [EXP_WIDTH-1:0]              stage1_exp_a;
    reg  [EXP_WIDTH-1:0]              stage1_exp_b;
    reg  [MAN_WIDTH-1:0]              stage1_mant_a;
    reg  [MAN_WIDTH-1:0]              stage1_mant_b;
    reg  signed [EXP_SUM_WIDTH:0]     stage1_exp_a_eff;
    reg  signed [EXP_SUM_WIDTH:0]     stage1_exp_b_eff;
    reg                               stage1_is_zero_a;
    reg                               stage1_is_zero_b;
    reg                               stage1_is_inf_a;
    reg                               stage1_is_inf_b;
    reg                               stage1_is_nan_a;
    reg                               stage1_is_nan_b;
    reg                               stage2_valid;
    reg                               stage2_sign;
    reg  [PROD_WIDTH-1:0]             stage2_mant_product;
    reg  signed [EXP_SUM_WIDTH:0]     stage2_exp_sum;
    reg                               stage2_is_nan;
    reg                               stage2_is_inf;
    reg                               stage2_is_zero;
    reg                               stage2_invalid;
    reg                               stage3_valid;
    wire [PROD_WIDTH-1:0]             mant_product_w;
    wire signed [EXP_SUM_WIDTH:0]     exp_sum_w;
    wire                              invalid_w;
    wire                              nan_w;
    wire                              inf_w;
    wire                              zero_w;
    wire [EXP_WIDTH-1:0]              exp_a_w;
    wire [EXP_WIDTH-1:0]              exp_b_w;
    wire [FRAC_WIDTH-1:0]             frac_a_w;
    wire [FRAC_WIDTH-1:0]             frac_b_w;
    wire                              is_zero_a_w;
    wire                              is_zero_b_w;
    wire                              is_inf_a_w;
    wire                              is_inf_b_w;
    wire                              is_nan_a_w;
    wire                              is_nan_b_w;
    wire [MAN_WIDTH-1:0]              mant_a_w;
    wire [MAN_WIDTH-1:0]              mant_b_w;
    wire signed [EXP_SUM_WIDTH:0]     exp_a_eff_w;
    wire signed [EXP_SUM_WIDTH:0]     exp_b_eff_w;
    assign exp_a_w = a_i[EXP_WIDTH+FRAC_WIDTH-1:FRAC_WIDTH];
    assign exp_b_w = b_i[EXP_WIDTH+FRAC_WIDTH-1:FRAC_WIDTH];
    assign frac_a_w = a_i[FRAC_WIDTH-1:0];
    assign frac_b_w = b_i[FRAC_WIDTH-1:0];
    assign is_zero_a_w = (exp_a_w == {EXP_WIDTH{1'b0}}) && (frac_a_w == {FRAC_WIDTH{1'b0}});
    assign is_zero_b_w = (exp_b_w == {EXP_WIDTH{1'b0}}) && (frac_b_w == {FRAC_WIDTH{1'b0}});
    assign is_inf_a_w = (exp_a_w == {EXP_WIDTH{1'b1}}) && (frac_a_w == {FRAC_WIDTH{1'b0}});
    assign is_inf_b_w = (exp_b_w == {EXP_WIDTH{1'b1}}) && (frac_b_w == {FRAC_WIDTH{1'b0}});
    assign is_nan_a_w = (exp_a_w == {EXP_WIDTH{1'b1}}) && (frac_a_w != {FRAC_WIDTH{1'b0}});
    assign is_nan_b_w = (exp_b_w == {EXP_WIDTH{1'b1}}) && (frac_b_w != {FRAC_WIDTH{1'b0}});
    assign mant_a_w = (exp_a_w == {EXP_WIDTH{1'b0}}) ? {1'b0, frac_a_w} :
                                                       {1'b1, frac_a_w};
    assign mant_b_w = (exp_b_w == {EXP_WIDTH{1'b0}}) ? {1'b0, frac_b_w} :
                                                       {1'b1, frac_b_w};
    assign exp_a_eff_w = is_zero_a_w ? {EXP_SUM_WIDTH+1{1'b0}} :
                         ((exp_a_w == {EXP_WIDTH{1'b0}}) ?
                          {{EXP_SUM_WIDTH{1'b0}}, 1'b1} :
                          {{(EXP_SUM_WIDTH+1-EXP_WIDTH){1'b0}}, exp_a_w});
    assign exp_b_eff_w = is_zero_b_w ? {EXP_SUM_WIDTH+1{1'b0}} :
                         ((exp_b_w == {EXP_WIDTH{1'b0}}) ?
                          {{EXP_SUM_WIDTH{1'b0}}, 1'b1} :
                          {{(EXP_SUM_WIDTH+1-EXP_WIDTH){1'b0}}, exp_b_w});
    always @(posedge clk or negedge rst_n) begin
        if (!rst_n) begin
            stage1_valid     <= 1'b0;
            stage1_sign_a    <= 1'b0;
            stage1_sign_b    <= 1'b0;
            stage1_exp_a     <= {EXP_WIDTH{1'b0}};
            stage1_exp_b     <= {EXP_WIDTH{1'b0}};
            stage1_mant_a    <= {MAN_WIDTH{1'b0}};
            stage1_mant_b    <= {MAN_WIDTH{1'b0}};
            stage1_exp_a_eff <= {EXP_SUM_WIDTH+1{1'b0}};
            stage1_exp_b_eff <= {EXP_SUM_WIDTH+1{1'b0}};
            stage1_is_zero_a <= 1'b0;
            stage1_is_zero_b <= 1'b0;
            stage1_is_inf_a  <= 1'b0;
            stage1_is_inf_b  <= 1'b0;
            stage1_is_nan_a  <= 1'b0;
            stage1_is_nan_b  <= 1'b0;
        end else begin
            stage1_valid  <= in_valid_i && in_ready_o;
            if (in_valid_i && in_ready_o) begin
                stage1_sign_a <= a_i[EXP_WIDTH+FRAC_WIDTH];
                stage1_sign_b <= b_i[EXP_WIDTH+FRAC_WIDTH];
                stage1_exp_a  <= exp_a_w;
                stage1_exp_b  <= exp_b_w;
                stage1_mant_a <= mant_a_w;
                stage1_mant_b <= mant_b_w;
                stage1_is_zero_a <= is_zero_a_w;
                stage1_is_zero_b <= is_zero_b_w;
                stage1_is_inf_a  <= is_inf_a_w;
                stage1_is_inf_b  <= is_inf_b_w;
                stage1_is_nan_a  <= is_nan_a_w;
                stage1_is_nan_b  <= is_nan_b_w;
                stage1_exp_a_eff <= exp_a_eff_w;
                stage1_exp_b_eff <= exp_b_eff_w;
            end
        end
    end
    assign invalid_w = (stage1_is_inf_a && stage1_is_zero_b) ||
                       (stage1_is_inf_b && stage1_is_zero_a);
    assign nan_w = stage1_is_nan_a || stage1_is_nan_b || invalid_w;
    assign inf_w = (stage1_is_inf_a || stage1_is_inf_b) && !nan_w;
    assign zero_w = (stage1_is_zero_a || stage1_is_zero_b) && !inf_w && !nan_w;
    naiveMultiplier #(
        .WIDTH(MAN_WIDTH)
    ) mant_mul (
        .in_a(stage1_mant_a),
        .in_b(stage1_mant_b),
        .product(mant_product_w)
    );
    assign exp_sum_w = stage1_exp_a_eff + stage1_exp_b_eff - BIAS_VALUE;
    always @(posedge clk or negedge rst_n) begin
        if (!rst_n) begin
            stage2_valid        <= 1'b0;
            stage2_sign         <= 1'b0;
            stage2_mant_product <= {PROD_WIDTH{1'b0}};
            stage2_exp_sum      <= {EXP_SUM_WIDTH+1{1'b0}};
            stage2_is_nan       <= 1'b0;
            stage2_is_inf       <= 1'b0;
            stage2_is_zero      <= 1'b0;
            stage2_invalid      <= 1'b0;
        end else begin
            stage2_valid        <= stage1_valid;
            if (stage1_valid) begin
                stage2_sign         <= stage1_sign_a ^ stage1_sign_b;
                stage2_mant_product <= mant_product_w;
                stage2_exp_sum      <= exp_sum_w;
                stage2_is_nan       <= nan_w;
                stage2_is_inf       <= inf_w;
                stage2_is_zero      <= zero_w;
                stage2_invalid      <= invalid_w;
            end
        end
    end
    reg [EXP_WIDTH+FRAC_WIDTH:0] result_comb;
    reg                          overflow_comb;
    reg                          underflow_comb;
    reg                          invalid_comb;
    reg [PROD_WIDTH-1:0]         norm_mant;
    reg signed [EXP_SUM_WIDTH:0] norm_exp;
    reg signed [EXP_SUM_WIDTH:0] exp_after_round;
    reg [FRAC_WIDTH-1:0]         mantissa_field;
    reg                          guard_bit;
    reg                          round_bit;
    reg                          sticky_bit;
    reg                          round_up;
    reg [FRAC_WIDTH:0]           mantissa_rounded;
    reg                          found_one;
    integer                      i;
    always @(*) begin
        result_comb    = {EXP_WIDTH+FRAC_WIDTH+1{1'b0}};
        overflow_comb  = 1'b0;
        underflow_comb = 1'b0;
        invalid_comb   = 1'b0;
        norm_mant      = stage2_mant_product;
        norm_exp       = stage2_exp_sum;
        exp_after_round = stage2_exp_sum;
        mantissa_field = {FRAC_WIDTH{1'b0}};
        guard_bit      = 1'b0;
        round_bit      = 1'b0;
        sticky_bit     = 1'b0;
        round_up       = 1'b0;
        mantissa_rounded = {(FRAC_WIDTH+1){1'b0}};
        found_one      = 1'b0;
        if (stage2_is_nan) begin
            result_comb  = {1'b0, {EXP_WIDTH{1'b1}}, {FRAC_WIDTH{1'b0}}};
            if (FRAC_WIDTH > 0) begin
                result_comb[FRAC_WIDTH-1:0] = {1'b1, {FRAC_WIDTH-1{1'b0}}};
            end
            invalid_comb = 1'b1;
        end else if (stage2_is_inf) begin
            result_comb = {stage2_sign, {EXP_WIDTH{1'b1}}, {FRAC_WIDTH{1'b0}}};
        end else if (stage2_is_zero || (stage2_mant_product == {PROD_WIDTH{1'b0}})) begin
            result_comb = {stage2_sign, {EXP_WIDTH{1'b0}}, {FRAC_WIDTH{1'b0}}};
        end else begin
            norm_mant = stage2_mant_product;
            norm_exp  = stage2_exp_sum;
            if (norm_mant[PROD_WIDTH-1]) begin
                norm_mant = norm_mant >> 1;
                norm_exp  = norm_exp + 1'b1;
            end else begin
                found_one = 1'b0;
                for (i = 0; i < PROD_WIDTH-1; i = i + 1) begin
                    if (!found_one) begin
                        if (norm_mant[PROD_WIDTH-2]) begin
                            found_one = 1'b1;
                        end else begin
                            norm_mant = norm_mant << 1;
                            norm_exp  = norm_exp - 1'b1;
                        end
                    end
                end
            end
            mantissa_field = (INDEX_MSB >= INDEX_LSB) ?
                             norm_mant[INDEX_MSB:INDEX_LSB] :
                             {FRAC_WIDTH{1'b0}};
            guard_bit = (GUARD_INDEX >= 0) ? norm_mant[GUARD_INDEX] : 1'b0;
            round_bit = (ROUND_INDEX >= 0) ? norm_mant[ROUND_INDEX] : 1'b0;
            if (ROUND_INDEX > 0) begin
                sticky_bit = |norm_mant[ROUND_INDEX-1:0];
            end else begin
                sticky_bit = 1'b0;
            end
            if (FRAC_WIDTH > 0) begin
                round_up = guard_bit & (round_bit | sticky_bit | mantissa_field[0]);
            end else begin
                round_up = guard_bit & (round_bit | sticky_bit);
            end
            mantissa_rounded = {1'b0, mantissa_field} + { {FRAC_WIDTH{1'b0}}, round_up };
            exp_after_round = norm_exp;
            if (mantissa_rounded[FRAC_WIDTH]) begin
                mantissa_field   = mantissa_rounded[FRAC_WIDTH:1];
                exp_after_round  = norm_exp + 1'b1;
            end else begin
                mantissa_field = mantissa_rounded[FRAC_WIDTH-1:0];
            end
            if ($signed(exp_after_round) >= $signed(EXP_MAX[EXP_SUM_WIDTH:0])) begin
                result_comb   = {stage2_sign, {EXP_WIDTH{1'b1}}, {FRAC_WIDTH{1'b0}}};
                overflow_comb = 1'b1;
            end else if (exp_after_round <= 0) begin
                result_comb    = {stage2_sign, {EXP_WIDTH{1'b0}}, {FRAC_WIDTH{1'b0}}};
                underflow_comb = 1'b1;
            end else begin
                result_comb = {stage2_sign,
                               exp_after_round[EXP_WIDTH-1:0],
                               mantissa_field};
            end
        end
        if (stage2_invalid) begin
            invalid_comb = 1'b1;
        end
    end
    always @(posedge clk or negedge rst_n) begin
        if (!rst_n) begin
            stage3_valid<= 1'b0;
            result_o    <= {EXP_WIDTH+FRAC_WIDTH+1{1'b0}};
            fflags_o    <= 5'b0;
        end else begin
            stage3_valid <= stage2_valid;
            if (stage2_valid) begin
                result_o    <= result_comb;
                fflags_o    <= {1'b0, 1'b0, invalid_comb, underflow_comb, overflow_comb};
            end
        end
    end
    always @(posedge clk or negedge rst_n)begin
        if(!rst_n)
            in_ready_o <= 1'b0;
        else if(~in_ready_o && in_valid_i)
            in_ready_o <= 1'b1;
        else
            in_ready_o <= 1'b0;
    end
    always @(posedge clk or negedge rst_n)begin
        if(!rst_n)
            out_valid_o <= 1'b0;
        else if(stage3_valid)
            out_valid_o <= 1'b1;
        else if(out_ready_i)
            out_valid_o <= 1'b0;
        else
            out_valid_o <= out_valid_o;
    end
endmodule
module naiveMultiplier #(
    parameter WIDTH = 24
) (
    input  wire [WIDTH-1:0]  in_a,
    input  wire [WIDTH-1:0]  in_b,
    output wire [2*WIDTH-1:0] product
);
    assign product = in_a * in_b;
endmodule
module tc_mul #(
    parameter SHAPE_K       = 8,
    parameter ELEMENT_WIDTH = 9,
    parameter CTRL_C_WIDTH  = 16,
    parameter DEPTH_WARP    = 4
) (
    input  wire                              clk,
    input  wire                              rst_n,
    input  wire [SHAPE_K*ELEMENT_WIDTH-1:0]  a_i,
    input  wire [SHAPE_K*ELEMENT_WIDTH-1:0]  b_i,
    input  wire [2:0]                        rm_i,       
    input  wire [CTRL_C_WIDTH-1:0]           ctrl_c_i,   
    input  wire [2:0]                        ctrl_rm_i,  
    input  wire [7:0]                        ctrl_reg_idxw_i, 
    input  wire [DEPTH_WARP-1:0]             ctrl_warpid_i,   
    input  wire                              in_valid_i, 
    output reg                               in_ready_o, 
    output reg                               out_valid_o,
    input  wire                              out_ready_i, 
    output reg  [SHAPE_K*ELEMENT_WIDTH-1:0]  result_o,
    output reg  [4:0]                        fflags_o,
    output wire [CTRL_C_WIDTH-1:0]           ctrl_c_o,   
    output wire [2:0]                        ctrl_rm_o, 
    output wire [7:0]                        ctrl_reg_idxw_o, 
    output wire [DEPTH_WARP-1:0]             ctrl_warpid_o
);
assign ctrl_c_o        = ctrl_c_i;
assign ctrl_rm_o       = ctrl_rm_i;
assign ctrl_reg_idxw_o = ctrl_reg_idxw_i;
assign ctrl_warpid_o   = ctrl_warpid_i;
wire [ELEMENT_WIDTH-1:0] a_lane         [0:SHAPE_K-1];
wire [ELEMENT_WIDTH-1:0] b_lane         [0:SHAPE_K-1];
wire [ELEMENT_WIDTH-1:0] result_lane    [0:SHAPE_K-1];
wire [4:0]               fflags_lane    [0:SHAPE_K-1];
wire                     in_ready_lane  [0:SHAPE_K-1];
wire                     out_valid_lane [0:SHAPE_K-1];
genvar i;
generate
    for (i = 0; i < SHAPE_K; i = i + 1) begin : SPLIT
        assign a_lane[i] = a_i[(i+1)*ELEMENT_WIDTH-1 -: ELEMENT_WIDTH];
        assign b_lane[i] = b_i[(i+1)*ELEMENT_WIDTH-1 -: ELEMENT_WIDTH];
        assign result_o[(i+1)*ELEMENT_WIDTH-1 -: ELEMENT_WIDTH] = result_lane[i];
    end
endgenerate
integer j;
reg [4:0] fflags_r;
reg       in_ready_r;
reg       out_valid_r;
always @(*) begin
    fflags_r    = 5'b0;
    in_ready_r  = 1'b1;
    out_valid_r = 1'b1;
    for (j = 0; j < SHAPE_K; j = j + 1) begin
        fflags_r    = fflags_r    | fflags_lane[j];
        in_ready_r  = in_ready_r  & in_ready_lane[j];
        out_valid_r = out_valid_r & out_valid_lane[j];
    end
end
assign fflags_o    = fflags_r;
assign in_ready_o  = in_ready_r;
assign out_valid_o = out_valid_r;
generate
    for (i = 0; i < SHAPE_K; i = i + 1) begin : MUL_INST
        fmul_pipe u_fmul_pipe (
        .clk(clk),
        .rst_n(rst_n),
        .a_i(a_lane[i]),
        .b_i(b_lane[i]),
        .rm_i(3'b0),       
        .ctrl_c_i({CTRL_C_WIDTH{1'b0}}),   
        .ctrl_rm_i(3'b0),  
        .ctrl_reg_idxw_i(8'b0), 
        .ctrl_warpid_i({DEPTH_WARP{1'b0}}),   
        .in_valid_i(in_valid_i), 
        .in_ready_o(in_ready_lane[i]), 
        .out_valid_o(out_valid_lane[i]),
        .out_ready_i(out_ready_i), 
        .result_o(result_lane[i]),
        .fflags_o(fflags_lane[i]),
        .ctrl_c_o(),   
        .ctrl_rm_o(), 
        .ctrl_reg_idxw_o(), 
        .ctrl_warpid_o()
    );
    end
endgenerate
endmodule
$ cat flow/run.sh
#!/bin/bash
# OpenROAD 26Q1-2900-gdf79404cd8, Yosys 0.63+post, stock flow scripts
make -C /OpenROAD-flow-scripts/flow DESIGN_CONFIG=/design/flow/config.mk WORK_HOME=/design/flow/orfs finish
==> impl_metrics.py <==
# Flow results
metrics = {
    "outcome": {
        "status": "finished clean",
    },
    "yosys": {
        "ys_top_logic_family": "simple AND/OR/NAND/NOR gates",
        "synth_cells": 4971,
        "ys_cells": 4971,
        "ys_area_sq_mm": 0.0432,
        "mux_share_pct": 6.09,
        "edf_count": 0,
        "ys_seq_share_pct": 30.2,
        "ff_type": "dfrtp_1",
        "xor_share_pct": 11.4,
        "netlist_area_sq_mm": 0.0432,
        "ys_ff": 520,
        "yosysWarningCount": 24,
        "aoi_share_pct": 17.4,
        "ys_types": 124,
        "syn_avg_cell_area_sq_um": 8.68,
        "simple_gate_area_share_pct": 20.9,
        "async_flop_share_pct": 100,
        "ys_sh_adder_pct": 9.05,
    },
    "drt": {
        "drt-initial-drc-count": 2169,
        "routed.top_layer": "met5",
        "detail-route-antenna-nets": 0,
        "wl_um": 112000,
        "drt-vias-per-instance": 5.11,
        "wl_met3_um": 8140,
        "dr.pass1.iters": 6,
        "drcViolationCount": 0,
        "wl_per_cell_um": 15.9,
        "met1_length_um": 52700,
        "route.met2.wl_um": 48300,
        "vias": 35800,
    },
    "clock_tree": {
        "cts_tree": "yes",
        "clock-root-buffer": "clkbuf_16",
        "clock-sinks": 520,
        "worstSkewPairLatency_ps": 670,
        "hold_buffers": 0,
        "htreeDepth": 3,
        "cts-buffers-inserted": 67,
        "postCtsSetupBuffers": 0,
        "cts_resized": 0,
        "clkTransAtPathRegs_ps": 60,
        "cts_buffer_depth": 3,
    },
    "global_routing": {
        "grt_overflow_total": 0,
        "grt_pass1_vias": 33200,
        "grt_max_degree": 113,
        "antenna_found_initial": 19,
        "grt_use_total_pct": 15.6,
        "grt_pass1_wl_um": 181000,
    },
    "floorplan": {
        "die_h_um": 381,
        "die_w_um": 381,
        "initCoreUtil_pct": 30.4,
        "die-area_sq_mm": 0.145,
        "core_sq_mm": 0.142,
        "rows": 138,
        "ios": 292,
    },
    "power_and_ir_drop": {
        "vdd_ir_drop_max_mv": 0.158,
        "switching_power_mw": 7.93,
        "p_int_mw": 8.74,
        "p_per_area_mw_per_mm2": 338,
        "seq_power_share_pct": 21.4,
        "p_comb_share_pct": 63.6,
        "switching_share_pct": 47.6,
        "power.static_leakage_nw": 20.4,
        "power_frac_clock_pct": 15.0,
    },
    "timing": {
        "finalClockPeriodUsage_pct": 77.0,
        "max_slew.worst_pin.slew_ps": 1030,
        "max_freq_mhz": 130,
        "fin_crit_ps": 7700,
        "maxSlewViolCount": 0,
        "finalSetupTns_ps": 0,
        "setup_violations": 0,
        "timing.hold.ws_ps": 425,
        "rsz0062_at_grt": "no",
        "finalHoldViolations": 0,
        "slew_headroom_pct": 30.9,
        "skew_ps": 26.0,
    },
    "placed_design": {
        "dp_hpwl_um": 85700,
        "place_area_sq_mm": 0.0470,
        "gp_congestion": 0.915,
        "placed_cells": 6882,
        "numPortBuffers": 224,
    },
    "critical_path": {
        "r2r_start": "MUL_INST[3].u_fmul_pipe.stage2_exp_sum[0]",
        "path_buffers": 2,
        "reg2reg_depth": 30,
        "rr_endpoint": "MUL_INST[3].u_fmul_pipe.result_o[0]",
        "crit_family": "AND-OR/OR-AND gates",
        "worst-path-max-fanout": 12,
        "cpMaxStageDelayCell": "dfrtp_1",
        "timing.critical_path.from": "MUL_INST[3].u_fmul_pipe.stage2_exp_sum[0]",
        "crit_end": "MUL_INST[3].u_fmul_pipe.result_o[0]",
        "worstPathRequired_ps": 10590,
        "startpoint_type": "flop",
        "endpoint_kind": "flop",
        "reg2reg_slack_ps": 2300,
        "crit_type": "flop to flop",
        "crit_path_frequent_cell": "ha_1",
        "slowest_delay_ps": 670,
        "path_depth": 30,
        "worstPathArrival_ps": 8280,
    },
    "layout": {
        "drive_above_1_share_pct": 8.06,
        "fin_area_sq_mm": 0.0493,
        "stdcell_count": 7007,
        "mostFrequentLayoutCell": "dfrtp_1",
        "fin_util_pct": 34.7,
        "area_growth_pct": 14.3,
        "num-fill-cells": 14300,
        "final_cell_mix": "dfrtp_1, nand2_1, nor2_1",
    },
    "worst_hold_path": {
        "worstHoldStart": "MUL_INST[4].u_fmul_pipe.stage3_valid",
        "hold_path_class": "flop to flop",
    },
    "flow_run": {
        "maxCapViolations": 0,
        "openroad.warnings": 42,
    },
}
==> Yosys cell counts (57+ instances only) <==
cell type / number / share of area (%)
and2_1: 123 / 1.8
nand2_1: 475 / 4.1
inv_1: 268 / 2.3
o31ai_1: 58 / 1.0
mux2i_1: 69 / 1.6
o21ai_0: 302 / 3.5
a21o_1: 77 / 1.3
dfrtp_1: 520 / 30
nor3_1: 128 / 1.5
ha_1: 248 / 7.2
a21oi_1: 208 / 2.4
nand3_1: 180 / 2.1
and3_1: 82 / 1.2
mux2_2: 171 / 4.5
nor2_1: 368 / 3.2
nor2b_1: 57 / 0.83
xor2_1: 136 / 2.8
xnor2_1: 334 / 6.8
clkbuf_1: 170 / 1.5
==> worst min-delay path by stage <==
| stage | end | slack [ps] | depth (start not counted) |
|---|---|---|---|
| final | MUL_INST[4].u_fmul_pipe.out_valid_o | 430 | 1 |
| after global routing | MUL_INST[6].u_fmul_pipe.out_valid_o | 440 | 1 |
| after CTS | MUL_INST[4].u_fmul_pipe.out_valid_o | 430 | 1 |
==> registers in the layout, summed over array words and instances (netlist names), 24 cells and up <==
name / cells
MUL_INST.u_fmul_pipe.result_o: 72
MUL_INST.u_fmul_pipe.fflags_o: 24
MUL_INST.u_fmul_pipe.stage2_mant_product: 64
MUL_INST.u_fmul_pipe.stage2_exp_sum: 72
MUL_INST.u_fmul_pipe.stage1_exp_b_eff: 40
MUL_INST.u_fmul_pipe.stage1_exp_a_eff: 40
MUL_INST.u_fmul_pipe.stage1_mant_b: 32
MUL_INST.u_fmul_pipe.stage1_mant_a: 32
==> cell type report <==
type	count	area (sq um)	share of cell area (%)
Tap cell	1890	2360	4.79
Antenna cell	4	10.0	0.0203
Timing Repair Buffer	267	2590	5.26
Multi-Input combinational cell	3928	28000	56.8
Sequential cell	520	13000	26.4
Clock buffer	88	1890	3.83
Inverter	277	1040	2.11
Clock inverter	33	403	0.817
==> worst register-to-register path: cells and delay by family (launching register included) <==
kind | cells | cell delay, ps
mux | 3 | 440
compound gates | 10 | 2360
fa+ha+maj | 7 | 2290
buf+inv | 2 | 300
simple gates | 8 | 1590
flops | 1 | 670
==> cells by family after synthesis <==
logic type,Yosys count
AND/OR/NAND/NOR,1766
AND-OR/OR-AND,1122
buffers and inverters,524
flip-flops,520
XOR/XNOR,509
adder cells (fa/ha/maj),288
multiplexers,241
other,1
==> power groups by stage <==
stage         Sequential (mW)  Combinational [mW]  Clock (mW)
CTS                      3.56                10.6        2.61
global route             3.68                11.9        2.67
finish                   3.56                10.6        2.50
==> metal layers <==
| metal | up-vias | global-route usage, % |
|---|---|---|
| li1 | 18100 | - |
| met1 | 16900 | 22.9 |
| met2 | 709 | 23.1 |
| met3 | 124 | 4.37 |
| met4 | 24 | 3.11 |
| met5 | - | 0 |
==> through the flow <==
step                setup slack, ps  power [mW]
CTS                            2350        16.8
global placement               2380        14.0
detailed placement             2390        14.1
finish                         2300        16.7
floorplan                      3130        11.7
global route                   1670        18.3
Power figures rest on the tool's default switching activity, not on a simulated workload.
